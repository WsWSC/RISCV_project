**design/flow/design.v**
```verilog
module pc_reg(
    input  wire         clk ,
    input  wire         rst_n ,
    input  wire[31:0]   jump_addr_i,
    input  wire         jump_en_i,
    output reg[31:0]    pc_addr_o
);
    always @(posedge clk) begin
        if(rst_n == 1'b0)
            pc_addr_o <= 32'b0;
        else if(jump_en_i)
            pc_addr_o <= jump_addr_i;
        else
            pc_addr_o <= pc_addr_o + 3'd4;
    end
endmodule
```
**design/flow/run.sh**
```bash
#!/bin/bash
# OpenROAD 26Q1-2900-gdf79404cd8, Yosys 0.63+post, stock flow scripts
make -C /OpenROAD-flow-scripts/flow DESIGN_CONFIG=/design/flow/config.mk WORK_HOME=/design/flow/orfs finish
```
**design/flow/config.mk**
```make
export PLATFORM = sky130hd
export DESIGN_NAME = pc_reg
export DESIGN_NICKNAME = pc_reg
export VERILOG_FILES = /design/flow/design.v
export SDC_FILE = /design/flow/constraint.sdc
export NUM_CORES = 4
export LEC_CHECK = 1
export CORE_UTILIZATION = 30
```
**design/flow/constraint.sdc**
```tcl
current_design pc_reg

set clk_period 6.9
set clk_io_pct 0.2

create_clock -name clk0 -period $clk_period [get_ports {clk}]

set non_clock_inputs [all_inputs -no_clocks]
set_input_delay [expr $clk_period * $clk_io_pct] -clock clk0 $non_clock_inputs
set_output_delay [expr $clk_period * $clk_io_pct] -clock clk0 [all_outputs]
```
==> qor.csv <==
metric;value;unit
status;finished, final reports clean;
most numerous cell in the Yosys netlist;dfxtp_1;
Die X;76.70;µm
worst skew pair latency;280;ps
Post-synth EDFFs;0;
PortBufs;66;
largest fanout on the critical path;23;
cell row count;26;
CP Capture Type;flip-flop;
gr usage total;0.1598;
R2R depth;4;
Max-Cap Viols;0;
Critical path buffers and inverters;2;
FP Util;0.3196;
Die Ht;76.70;µm
critical path required time;7130;ps
Final setup viols;0;
Total Routed Length;4574;µm
path category of the worst min-delay check;flip-flop to flip-flop;
leakage power;0.8148;nW
clock sinks;32;
top flop regs;pc_addr_o (32);
OpenROAD warnings;25;
Worst path max stage delay;940;ps
# H-tree levels;2;
Crit-path slowest cell;clkdlybuf4s50_1;
post-DR wirelength/cell;13.61;µm
Clock power frac;0.407;
most frequent cells after synthesis;dfxtp_1 (32), o21ai_0 (31), a31oi_1 (14), nor2_1 (14), or4_1 (13);
Ports;67;
Synth area leader;dfxtp_1;
Pint;0.3751;mW
sw power;0.1099;mW
Sw Share;0.2266;
DRC Markers;0;
Power, Total;0.4850;mW
Inserted Clock Buffers;5;
Syn Area/Cell;8.166;µm²
Cell Pwr Density;194.2;nW/µm²
comb area leader;simple AND/OR/NAND/NOR gates;
Cell Type Count;27;
final antenna-violating net count;0;
CTS root buffer;clkbuf_8;
fmax;0.2981;GHz
Hold WS;517.5;ps
FF+latch count, synth;32;
Tcrit/Tclk final;0.4862;
Core ar.;5238;µm²
Max IR drop VDD;0.1028;mV
mux frac, synth;0.02990;
largest net degree at the start of global routing;29;
post-DP HPWL;3154;µm
CP Launch Point;rst_n;
Synth Cell Area;1674;µm²
Most flops, register;pc_addr_o;
r2r setup slk;4590;ps
top cells, area;dfxtp_1 (38%), o21ai_0 (9.3%), or4_1 (5.8%);
CP Data Arrival Time;3580;ps
Pre-antenna DRT Iters;4;
xor/xnor share;0.04185;
Reg area;640.6;µm²
P&R area growth vs syn;49.18;%
Hold Crit Start;pc_addr_o[1];
Overflow after GRT;0;
setup TNS;0;ps
cell count in the Yosys report;205;
yosys simple share;0.2459;
fillers;504;
Setup Fix Bufs, Post-CTS;0;
Seq/Total Area, Yosys;0.3827;
endpoints failing hold;0;
vias per cell;5.188;
Slew Viols, Final;0;
Levels on crit path;5;
placed cells;328;
die area;5883;µm²
clk slew on worst S/H paths;70;ps
RR Endpoint;pc_addr_o[31];
n_diodes;0;
Comb area;948.4;µm²
worst setup path category;input pin to flip-flop;
CTS tree;yes;
RD Place Congestion;0.8096;
RSZ-0062 raised after global routing;false;
CP top delay family;buffers and inverters;
actual slew at the worst max-slew pin;723.2;ps
first-pass GRT wire length;7590;µm
critical-path cell list;clkdlybuf4s50_1 -> inv_1 -> or3_1 -> or4_1 -> nand3_1;
Post-CTS Resized;0;
Commonest flop;dfxtp_1;
async set-reset flop share out of synthesis;0;
clock skew;4.923;ps
Comb power frac;0.150;
via count;1743;
CTS Buffer Depth;2;
Syn Inst Count;205;
RR Startpoint;pc_addr_o[4];
synth warn;1;
Reg power frac;0.444;
fin cells;336;
Yosys chip area;1674;µm²
adder share;0.007474;
max FFs per register;32;
# hold bufs at CTS;0;
DRT iter0 DRCs;70;
number of global-route vias before repair;1578;
share of cells above drive strength 1;0.04135;
Compound Share, Synth;0.2414;
worst setup path end;pc_addr_o[29];
min Tclk post-route;3355;ps
max_slew headroom;0.5163;
initial antenna violation count;0;
Max-area cell share;0.3827;
startpoint types;input pin;
[logic make-up (layout without fill, tap and decap cells)]
kind of cell    count (synthesis)  in the layout
xor+xnor                        8              8
buf+inv                        21             82
fa+ha+maj                       1              1
mux                             5              5
flops                          32             32
compound gates                 68             68
simple gates                   70             70
[worst register-to-register path, stage by stage, from the launching register on]
cell and delay [ps]:
dfxtp_1 430, nand3_2 210, or4_1 830, or4_1 600, and3_1 150
[cell type report]
class	count	area share
sequential	32	0.2565
tap	70	0.03507
multi-input combinational	152	0.3798
clock inverter	1	0.01202
inverter	7	0.01052
clock buffer	7	0.03858
timing repair buffer	67	0.2675
[metal layers]
metal,up-vias,GRT usage,share of wire
met3,5,0.05441,0.081
met2,53,0.2348,0.41
met5,-,0,0
met1,781,0.2385,0.50
li1,904,-,-
met4,0,0.01538,0.010
[power by group through the flow]
| stage | clock network (mW) | logic (mW) | registers [mW] |
|---|---|---|---|
| after global routing | 0.210 | 0.0803 | 0.218 |
| final | 0.197 | 0.0726 | 0.215 |
| after CTS | 0.202 | 0.0734 | 0.215 |
[through the flow]
stage	util	setup WS, ps	area (µm²)
final	0.4768	3545	2497
after global routing	0.4768	3408	2497
after floorplan	-	4635	1674
after CTS	0.4768	3548	2497
after detailed placement	0.4527	3284	2371
after global placement	0.4527	3281	2371
[worst min path at each step]
| stage | to | depth (start not counted) |
|---|---|---|
| 4_1_cts | pc_addr_o[18] | 2 |
| 5_1_grt | pc_addr_o[1] | 2 |
| 6_report | pc_addr_o[1] | 2 |
[cell usage in the layout, fill, tap and decap left out]
cell type	instances
bufinv_16	1
a211oi_1	2
nand4_1	8
nand3_2	1
inv_1	7
a21oi_1	7
buf_4	1
a31oi_1	14
nor2_1	14
nand3_1	7
mux2i_1	5
a311oi_1	4
or3_1	10
nor3_1	4
o31ai_1	9
o21ai_0	31
nand4_4	1
clkdlybuf4s50_1	66
nand2_1	7
a32oi_1	1
and3_1	3
clkbuf_8	7
or4_1	13
dfxtp_1	32
xnor2_1	8
ha_1	1
and4_1	2
No activity file was given, so power comes from the tool's default toggle rates.
