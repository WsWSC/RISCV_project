File: flow/config.mk
export PLATFORM = sky130hd
export DESIGN_NAME = id
export DESIGN_NICKNAME = id
export VERILOG_FILES = /design/flow/design.v
export SDC_FILE = /design/flow/constraint.sdc
export NUM_CORES = 4
export LEC_CHECK = 1
export CORE_AREA = 10 10 112 112
export DIE_AREA = 0 0 122 122
File: flow/constraint.sdc
current_design id

set clk_period 5.4
set clk_io_pct 0.2

create_clock -name clk0 -period $clk_period

set non_clock_inputs [all_inputs -no_clocks]
set_input_delay [expr $clk_period * $clk_io_pct] -clock clk0 $non_clock_inputs
set_output_delay [expr $clk_period * $clk_io_pct] -clock clk0 [all_outputs]
File: flow/design.v
module id(
    input wire[31:0]    inst_addr_i ,        
    input wire[31:0]    inst_i      ,        
    output reg[4:0]     rs1_addr_o  ,        
    output reg[4:0]     rs2_addr_o  ,        
    input wire[31:0]    rs1_data_i  ,        
    input wire[31:0]    rs2_data_i  ,        
    output reg[31:0]    inst_addr_o ,
    output reg[31:0]    inst_o      ,
    output reg[31:0]    op1_o       ,        
    output reg[31:0]    op2_o       ,        
    output reg[4:0]     rd_addr_o   ,        
    output reg          reg_wen_o            
);
    wire[6:0]   opcode;
    wire[4:0]   rd;
    wire[2:0]   funct3;
    wire[4:0]   rs1, rs2;
    wire[6:0]   funct7;
    wire[11:0]  imm;
    wire[4:0]   shamt;
    assign opcode   = inst_i[6:0];
    assign rd       = inst_i[11:7];
    assign funct3   = inst_i[14:12];
    assign rs1      = inst_i[19:15];
    assign rs2      = inst_i[24:20];
    assign funct7   = inst_i[31:25];
    assign imm      = inst_i[31:20];
    assign shamt    = inst_i[24:20];
    always @(*) begin
        inst_o = inst_i;
        inst_addr_o = inst_addr_i;
        rs1_addr_o  = 5'b0      ;
        rs2_addr_o  = 5'b0      ;
        op1_o       = 32'b0     ;
        op2_o       = 32'b0     ;
        rd_addr_o   = 5'b0      ;
        reg_wen_o   = 1'b0 ;
        case(opcode) 
            7'b0010011: begin
                case(funct3)
                    3'b000, 3'b010, 3'b011, 3'b100, 3'b110, 3'b111: begin 
                        rs1_addr_o  = rs1                   ;
                        rs2_addr_o  = 5'b0              ;
                        op1_o       = rs1_data_i            ;
                        op2_o       = {{20{imm[11]}},imm}   ;
                        rd_addr_o   = rd                    ;   
                        reg_wen_o   = 1'b1          ;
                    end
                    3'b001, 3'b101: begin
                        rs1_addr_o  = rs1            ;
                        rs2_addr_o  = 5'b0       ;
                        op1_o       = rs1_data_i     ;
                        op2_o       = {27'b0, shamt} ;
                        rd_addr_o   = rd             ;   
                        reg_wen_o   = 1'b1   ;
                    end
                    default: begin
                        rs1_addr_o  = 5'b0      ;
                        rs2_addr_o  = 5'b0      ;
                        op1_o       = 32'b0     ;
                        op2_o       = 32'b0     ;
                        rd_addr_o   = 5'b0      ;
                        reg_wen_o   = 1'b0 ;
                    end
                endcase
            end
            7'b0110011: begin
                case(funct3)
                    3'b000, 3'b010, 3'b011, 3'b100, 3'b110, 3'b111: begin
                        rs1_addr_o  = rs1;
                        rs2_addr_o  = rs2;
                        op1_o       = rs1_data_i;
                        op2_o       = rs2_data_i;
                        rd_addr_o   = rd;
                        reg_wen_o   = 1'b1;
                    end
                    3'b001, 3'b101: begin
                        rs1_addr_o  = rs1;
                        rs2_addr_o  = rs2;
                        op1_o       = rs1_data_i;
                        op2_o       = {27'b0, rs2_data_i[4:0]};
                        rd_addr_o   = rd;
                        reg_wen_o   = 1'b1;
                    end
                    default: begin
                        rs1_addr_o  = 5'b0      ;
                        rs2_addr_o  = 5'b0      ;
                        op1_o       = 32'b0     ;
                        op2_o       = 32'b0     ;
                        rd_addr_o   = 5'b0      ;
                        reg_wen_o   = 1'b0 ;
                    end
                endcase
            end
            7'b1100011: begin
                case(funct3)
                    3'b000, 3'b001, 3'b100, 3'b101, 3'b110, 3'b111: begin
                        rs1_addr_o  = rs1           ;
                        rs2_addr_o  = rs2           ;
                        op1_o       = rs1_data_i    ;
                        op2_o       = rs2_data_i    ;
                        rd_addr_o   = 5'b0      ;   
                        reg_wen_o   = 1'b0 ;
                    end
                    default: begin
                        rs1_addr_o  = 5'b0      ;
                        rs2_addr_o  = 5'b0      ;
                        op1_o       = 32'b0     ;
                        op2_o       = 32'b0     ;
                        rd_addr_o   = 5'b0      ;
                        reg_wen_o   = 1'b0 ;
                    end
                endcase
            end
            7'b1101111: begin
                rs1_addr_o  = 5'b0                                                           ;
                rs2_addr_o  = 5'b0                                                           ;
                op1_o       = inst_addr_i                                                        ;       
                op2_o       = {{12{inst_i[31]}}, inst_i[19:12], inst_i[20], inst_i[30:21], 1'b0} ;       
                rd_addr_o   = rd                                                                 ; 
                reg_wen_o   = 1'b1                                                       ;
            end  
            7'b1100111: begin
                rs1_addr_o  = rs1                 ;
                rs2_addr_o  = 5'b0            ;
                op1_o       = rs1_data_i          ;
                op2_o       = {{20{imm[11]}},imm} ;
                rd_addr_o   = rd                  ;
                reg_wen_o   = 1'b1        ;
            end   
            7'b0110111: begin
                rs1_addr_o  = 5'b0               ;
                rs2_addr_o  = 5'b0               ;
                op1_o       = {inst_i[31:12], 12'b0} ;
                op2_o       = 32'b0              ;
                rd_addr_o   = rd                     ;
                reg_wen_o   = 1'b1           ;                                                    
            end   
            7'b0010111: begin
                rs1_addr_o  = 5'b0               ;
                rs2_addr_o  = 5'b0               ;
                op1_o       = inst_addr_i            ;
                op2_o       = {inst_i[31:12], 12'b0} ;
                rd_addr_o   = rd                     ;
                reg_wen_o   = 1'b1           ;                                                    
            end   
            default: begin
                rs1_addr_o  = 5'b0      ;
                rs2_addr_o  = 5'b0      ;
                op1_o       = 32'b0     ;
                op2_o       = 32'b0     ;
                rd_addr_o   = 5'b0      ;
                reg_wen_o   = 1'b0 ;
            end
        endcase
    end
endmodule
File: flow/run.sh
#!/bin/bash
# OpenROAD 26Q1-2900-gdf79404cd8, Yosys 0.63+post, stock flow scripts
make -C /OpenROAD-flow-scripts/flow DESIGN_CONFIG=/design/flow/config.mk WORK_HOME=/design/flow/orfs finish
==> Changelog: implementation <==
## Implementation

* Largest net degree at the start of global routing at 41
* Cell Pwr Density at a little under 50 nW/um2
* Antenna Violating Nets Remaining at 0
* Tmin final at 4.65 ns
* CP Cell Sequence: clkdlybuf4s50_1 -> buf_4 -> or3b_4 -> o22ai_4 -> buf_4 -> a22o_1 -> a21o_1 -> clkdlybuf4s50_1
* Peak supply drop at roughly 0.023 mV
* CP arrival at 3.57 ns
* # resized after CTS at 0
* Mapped Cells at 212
* TNS Setup at 0 ns
* Postcts setup bufs at 0
* Core area at 10200 um2
* Worst min-delay path category: in2out
* Grt total ovfl at 0
* Slew @ Worst Pin at between 0.7 and 0.8 ns
* Yosys warns at 1
* Worst hold slack at 2.98 ns
* Max Cap Viol at 0
* Post-placement cell area at 4020 um2
* # Cells Yosys at 212
* Avg Vias per Cell at ~4.4
* Synthesized cell area at 1700 um2
* Static Leak at 1.63 nW
* Layout clock buffer count at 0
* # diodes at 0
* Die ar. at around 15000 um2
* Buffers & Inverters on Critical Path at 4
* Crit path DRT at 4.32 ns
* GPL Wtd Cong at 0.847
* Slew margin rel. at approximately 48%
* Vias at 2398
* Final period util at 86.2%
* Hold path endpoint: inst_o[7]
* Yosys stat area at 1700 um2
* Worst Setup Slack, final at 0.745 ns
* Port Buffers at 272
* Synth Seq Share at 0%
* Critical Path Start Type: input port
* FP Util at 16.6%
* Kind of critical path: in2out
* Worst Setup End Kind: output pin
* Final Max Slew Viols at 0
* Most frequent logic cell in the layout: clkdlybuf4s50_1
* Place WS at between 0.7 and 0.8 ns
* Die Width at 122 um
* Design area at 4020 um2
* IO Count at 272
* Hold Buf Count CTS at 0
* Hold path startpoint: inst_i[7]
* Initial antenna violation count at 0
* Max Freq at 0.215 GHz
* Top Layout Cells: clkdlybuf4s50_1 (272), a22o_1 (43), a21o_1 (20), a221o_1 (20), and2_1 (15)
* Final Hold Fails at 0
* Drt drc at 0
* Status: completed
* Maximum fanout along the worst path at 40
* WP depth at 8
* Post-Syn Area per Cell at 8.01 um2
* 1st-iter DRT viols at a little over 100
* Share of cells above drive strength 1 at 3.42%
* Flop count at 0
* Routed WL per cell at 21.3 um
* Family with the most delay on the worst path: buffers and inverters
* Fillers at 1011
* Area Growth Syn to Fin at 137%
* Max incr delay on CP at a little under 0.5 ns
* Vert. Die Dim at 122 um
* Tot GR Track Use at 14.0%
* Post-DP HPWL at 9790 um
* Post-synth cell types at 32
* RSZ-0062 raised after global routing: no
* Number of global-route vias before repair at 2650
* Slowest CP cell: clkdlybuf4s50_1
* First-pass detailed-route iteration total at 4
* First-pass GRT wire length at 16500 um
* Worst hold stages at 2
* Tool warnings at 32
* Drt total wl at 11600 um
* Finish-stage setup viols at 0
* FF/Latch Area at 0 um2
* FP Rows at 37
-- kinds of logic (layout without fill, tap and decap cells) --
group                  count (synthesis)  in the layout  share of synthesized area, %
AOI/OAI and AO/OA                     92             92                          48.2
buffers and inverters                 81            278                          36.2
and+or+nand+nor                       39             39                          15.7
-- worst max path at each step --
| stage | slack (ns) | start | to |
|---|---|---|---|
| 4_1_cts | 0.74 | inst_i[3] | op1_o[21] |
| 5_1_grt | 0.59 | inst_i[1] | op2_o[29] |
| 6_report | 0.75 | inst_i[3] | op1_o[21] |
-- metrics by stage --
stage | util [%] | std cells | total power [mW]
after floorplan | - | 212 | 0.0499
after global placement | 39.3 | 545 | 0.200
after detailed placement | 39.3 | 545 | 0.200
after CTS | 39.3 | 545 | 0.202
after global routing | 39.3 | 545 | 0.212
final | 39.3 | 545 | 0.198
-- report_power, final --
group | internal, mW | switching (mW) | total [mW]
sequential | 0 | 0 | 0
combinational | 0.147 | 0.0511 | 0.198
clock | 0 | 0 | 0
total | 0.147 | 0.0511 | 0.198
-- synthesized netlist by cell type, drive strengths merged, types with 2 or more instances --
cell / number / area, um2
nand2b: 2 / 12.5
a21oi: 4 / 42.6
nand3: 3 / 15.0
a22o: 43 / 377
inv: 2 / 7.51
o21ai: 2 / 10.0
buf: 78 / 603
nand2: 5 / 18.8
nand4b: 2 / 32.5
nor2: 4 / 33.8
a221o: 20 / 200
and2: 15 / 93.8
a21o: 20 / 150
-- area by class of cell --
class	instances	area, um2	area share [%]
well taps	136	170	4.23
repair buffers	276	2750	68.5
multi-input cells	131	1090	27.1
inverters	2	7.51	0.187
-- layer usage --
layer,track usage [%],vias to the layer above,wire length [um]
met5,0,-,0
met4,0.373,0,27
met3,3.66,2,1070
met2,26.5,134,6120
met1,16.1,1107,4400
li1,-,1155,-
No activity file was given, so power comes from the tool's default toggle rates.
