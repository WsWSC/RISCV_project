==> design.v <==
module ex(
    input  wire[31:0]   inst_addr_i ,
    input  wire[31:0]   inst_i      ,  
    input  wire[31:0]   op1_i       ,
    input  wire[31:0]   op2_i       ,
    input  wire[4:0]    rd_addr_i   ,
    input  wire         reg_wen_i   ,
    output reg[4:0]     rd_addr_o   ,
    output reg[31:0]    rd_data_o   ,
    output reg          rd_wen_o    ,
    output reg[31:0]    jump_addr_o ,
    output reg          jump_en_o   ,
    output reg          hold_flag_o    
);
    wire[6:0]   opcode;
    wire[4:0]   rd;
    wire[2:0]   funct3;
    wire[4:0]   rs1, rs2;
    wire[6:0]   funct7;
    wire[11:0]  imm;
    assign opcode   = inst_i[6:0];
    assign rd       = inst_i[11:7];
    assign funct3   = inst_i[14:12];
    assign rs1      = inst_i[19:15];
    assign rs2      = inst_i[24:20];
    assign funct7   = inst_i[31:25];
    assign imm      = inst_i[31:20];
    wire[31:0]  op1_i_slt_op2_i   = ($signed(op1_i) < $signed(op2_i)) ? 32'd1 : 32'd0;       
    wire[31:0]  op1_i_sltu_op2_i  = (op1_i < op2_i)                   ? 32'd1 : 32'd0;       
    wire[31:0]  op1_i_xor_op2_i   = (op1_i ^ op2_i);                                         
    wire[31:0]  op1_i_or_op2_i    = (op1_i | op2_i);                                         
    wire[31:0]  op1_i_and_op2_i   = (op1_i & op2_i);                                         
    wire[31:0]  op1_i_sll_op2_i   = (op1_i << op2_i[4:0]);                                   
    wire[31:0]  op1_i_srl_op2_i   = (op1_i >> op2_i[4:0]);                                   
    wire[31:0]  op1_i_sra_op2_i   = ($signed(op1_i) >>> op2_i[4:0]);                         
    wire[31:0]  op1_i_add_op2_i   = (op1_i + op2_i);                                         
    wire[31:0]  op1_i_sub_op2_i   = (op1_i - op2_i);                                         
    wire[31:0]  jump_imm          = {{19{inst_i[31]}}, inst_i[31], inst_i[7], inst_i[30:25], inst_i[11:8], 1'b0};  
    wire[31:0]  jump_pc_imm       = inst_addr_i + jump_imm ;                                 
    wire        op1_i_eq_op2_i    = (op1_i == op2_i);                                        
    wire        op1_i_ne_op2_i    = (op1_i != op2_i);                                        
    wire        op1_i_lt_op2_i    = ($signed(op1_i) <  $signed(op2_i));                      
    wire        op1_i_ge_op2_i    = ($signed(op1_i) >= $signed(op2_i));                      
    wire        op1_i_ltu_op2_i   = (op1_i < op2_i );                                        
    wire        op1_i_geu_op2_i   = (op1_i >= op2_i);                                        
    always @(*) begin
        rd_addr_o   = 5'b0      ;
        rd_data_o   = 32'b0     ;
        rd_wen_o    = 1'b0 ;
        jump_addr_o = 32'b0     ;
        jump_en_o   = 1'b0  ;
        hold_flag_o = 1'b0  ;
        case(opcode) 
            7'b0010011: begin
                case(funct3)
                    3'b000: begin      
                        rd_addr_o = rd_addr_i           ;
                        rd_data_o = op1_i_add_op2_i     ;
                        rd_wen_o  = 1'b1        ;
                    end
                    3'b010 : begin
                        rd_addr_o = rd_addr_i           ;
                        rd_data_o = op1_i_slt_op2_i     ;
                        rd_wen_o  = 1'b1        ;
                    end
                    3'b011: begin
                        rd_addr_o = rd_addr_i           ;
                        rd_data_o = op1_i_sltu_op2_i    ;
                        rd_wen_o  = 1'b1        ;
                    end
                    3'b100 : begin
                        rd_addr_o = rd_addr_i           ;
                        rd_data_o = op1_i_xor_op2_i     ;
                        rd_wen_o  = 1'b1        ;
                    end
                    3'b110  : begin
                        rd_addr_o = rd_addr_i           ;
                        rd_data_o = op1_i_or_op2_i      ;
                        rd_wen_o  = 1'b1        ;
                    end
                    3'b111 : begin
                        rd_addr_o = rd_addr_i           ;
                        rd_data_o = op1_i_and_op2_i     ;
                        rd_wen_o  = 1'b1        ;
                    end
                    3'b001 : begin
                        rd_addr_o = rd_addr_i           ;
                        rd_data_o = op1_i_sll_op2_i     ;
                        rd_wen_o  = 1'b1        ;
                    end
                    3'b101  : begin
                        if (funct7 == 7'b000_0000) begin             
                            rd_addr_o = rd_addr_i       ;
                            rd_data_o = op1_i_srl_op2_i ;
                            rd_wen_o  = 1'b1    ;
                        end else if (funct7 == 7'b010_0000) begin    
                            rd_addr_o = rd_addr_i       ;
                            rd_data_o = op1_i_sra_op2_i ;
                            rd_wen_o  = 1'b1    ;    
                        end else begin                               
                            rd_addr_o = 5'b0        ;
                            rd_data_o = 32'b0       ;
                            rd_wen_o  = 1'b0   ;
                        end
                    end
                    default: begin
                        rd_addr_o = 5'b0            ;
                        rd_data_o = 32'b0           ;
                        rd_wen_o  = 1'b0       ;
                    end
                endcase
            end
            7'b0110011: begin
                case(funct3)
                    3'b000: begin
                        if (funct7 == 7'b000_0000) begin             
                            rd_addr_o = rd_addr_i       ;
                            rd_data_o = op1_i_add_op2_i ;
                            rd_wen_o  = 1'b1    ;
                        end else if (funct7 == 7'b010_0000) begin    
                            rd_addr_o = rd_addr_i       ;
                            rd_data_o = op1_i_sub_op2_i ;
                            rd_wen_o  = 1'b1    ;
                        end else begin
                            rd_addr_o = 5'b0        ;
                            rd_data_o = 32'b0       ;
                            rd_wen_o  = 1'b0   ;
                        end  
                    end
                    3'b001: begin
                        rd_addr_o = rd_addr_i           ;
                        rd_data_o = op1_i_sll_op2_i     ;
                        rd_wen_o  = 1'b1        ;
                    end
                    3'b010: begin
                        rd_addr_o = rd_addr_i           ;
                        rd_data_o = op1_i_slt_op2_i     ;
                        rd_wen_o  = 1'b1        ;
                    end
                    3'b011: begin
                        rd_addr_o = rd_addr_i           ;
                        rd_data_o = op1_i_sltu_op2_i    ;
                        rd_wen_o  = 1'b1        ;
                    end
                    3'b100: begin
                        rd_addr_o = rd_addr_i           ;
                        rd_data_o = op1_i_xor_op2_i     ;
                        rd_wen_o  = 1'b1        ;
                    end
                    3'b101: begin
                        if (funct7 == 7'b000_0000) begin             
                            rd_addr_o = rd_addr_i       ;
                            rd_data_o = op1_i_srl_op2_i ;
                            rd_wen_o  = 1'b1    ;
                        end else if (funct7 == 7'b010_0000) begin    
                            rd_addr_o = rd_addr_i       ;
                            rd_data_o = op1_i_sra_op2_i ;
                            rd_wen_o  = 1'b1    ;    
                        end else begin                               
                            rd_addr_o = 5'b0        ;
                            rd_data_o = 32'b0       ;
                            rd_wen_o  = 1'b0   ;
                        end
                    end
                    3'b110: begin
                        rd_addr_o = rd_addr_i           ;
                        rd_data_o = op1_i_or_op2_i      ;
                        rd_wen_o  = 1'b1        ;
                    end
                    3'b111: begin
                        rd_addr_o = rd_addr_i           ;
                        rd_data_o = op1_i_and_op2_i     ;
                        rd_wen_o  = 1'b1        ;
                    end
                    default: begin
                        rd_addr_o   = 5'b0          ;
                        rd_data_o   = 32'b0         ;
                        rd_wen_o    = 1'b0     ;				
					end
                endcase
            end
            7'b1100011: begin
                case(funct3)
                    3'b000: begin
                        jump_addr_o = jump_pc_imm       ;
                        jump_en_o   = op1_i_eq_op2_i    ;
                        hold_flag_o = 1'b0      ;
                    end
                    3'b001: begin
                        jump_addr_o = jump_pc_imm       ;
                        jump_en_o   = op1_i_ne_op2_i    ;
                        hold_flag_o = 1'b0      ;
                    end
                    3'b100: begin
                        jump_addr_o = jump_pc_imm       ;
                        jump_en_o   = op1_i_lt_op2_i    ;
                        hold_flag_o = 1'b0      ;
                    end
                    3'b101: begin
                        jump_addr_o = jump_pc_imm       ;
                        jump_en_o   = op1_i_ge_op2_i    ;
                        hold_flag_o = 1'b0      ;
                    end
                    3'b110: begin
                        jump_addr_o = jump_pc_imm       ;
                        jump_en_o   = op1_i_ltu_op2_i   ;
                        hold_flag_o = 1'b0      ;
                    end
                    3'b111: begin
                        jump_addr_o = jump_pc_imm       ;
                        jump_en_o   = op1_i_geu_op2_i   ;
                        hold_flag_o = 1'b0      ;
                    end
                    default: begin
                        jump_addr_o = 32'b0         ;
                        jump_en_o   = 1'b0      ;
                        hold_flag_o = 1'b0      ;
                    end
                endcase
            end
            7'b1101111: begin
                rd_addr_o   = rd_addr_i           ;
                rd_data_o   = inst_addr_i + 32'h4 ;
                rd_wen_o    = 1'b1        ;
                jump_addr_o = op1_i_add_op2_i     ;
                jump_en_o   = 1'b1         ;
                hold_flag_o = 1'b0        ;
            end
            7'b1100111: begin
                rd_addr_o   = rd_addr_i                         ;
                rd_data_o   = inst_addr_i + 32'h4               ;
                rd_wen_o    = 1'b1                      ;
                jump_addr_o = (op1_i_add_op2_i) & 32'hFFFF_FFFE ;        
                jump_en_o   = 1'b1                       ;
                hold_flag_o = 1'b0                      ;
            end
            7'b0110111: begin
                rd_addr_o   = rd_addr_i    ;
                rd_data_o   = op1_i        ;
                rd_wen_o    = 1'b1 ;
                jump_addr_o = 32'b0     ;
                jump_en_o   = 1'b0  ;
                hold_flag_o = 1'b0  ;
            end
            7'b0010111: begin
                rd_addr_o   = rd_addr_i       ;
                rd_data_o   = op1_i_add_op2_i ;
                rd_wen_o    = 1'b1    ;
                jump_addr_o = 32'b0     ;
                jump_en_o   = 1'b0  ;
                hold_flag_o = 1'b0  ;
            end
            default: begin
                rd_addr_o   = 5'b0      ;
                rd_data_o   = 32'b0     ;
                rd_wen_o    = 1'b0 ;
                jump_addr_o = 32'b0     ;
                jump_en_o   = 1'b0  ;
                hold_flag_o = 1'b0  ;
            end
        endcase
    end
endmodule
==> run.sh <==
#!/bin/bash
# OpenROAD 26Q1-2900-gdf79404cd8, Yosys 0.63+post, stock flow scripts
make -C /OpenROAD-flow-scripts/flow DESIGN_CONFIG=/design/flow/config.mk WORK_HOME=/design/flow/orfs finish
==> config.mk <==
export PLATFORM = sky130hd
export DESIGN_NAME = ex
export DESIGN_NICKNAME = ex
export VERILOG_FILES = /design/flow/design.v
export SDC_FILE = /design/flow/constraint.sdc
export NUM_CORES = 4
export LEC_CHECK = 1
export CORE_UTILIZATION = 40
==> constraint.sdc <==
current_design ex

set clk_period 20.2
set clk_io_pct 0.2

create_clock -name clk0 -period $clk_period

set non_clock_inputs [all_inputs -no_clocks]
set_input_delay [expr $clk_period * $clk_io_pct] -clock clk0 $non_clock_inputs
set_output_delay [expr $clk_period * $clk_io_pct] -clock clk0 [all_outputs]
==> impl_metrics.tcl <==
# metrics dict for downstream scripts
set metrics [dict create \
    flop_area_um2 0 \
    numPortBuffers 194 \
    synth_cells 1793 \
    grt_remaining_overflow 0 \
    cap_violations 0 \
    worstHoldStart "rd_addr_i[4]" \
    top_area_share_pct 13.0 \
    adder_share_pct 13.5 \
    critical_path_buf_inv_count 5 \
    synth.distinct_cells 93 \
    postCtsSetupRepairBufs 0 \
    critical_path.top_delay_family "AND-OR/OR-AND gates" \
    nClkBuffers 0 \
    io_pins 206 \
    p_leak_nw 5.71 \
    ys_cells 1793 \
    crit_type "in2out" \
    cpPeakStageDelay_ns 0.69 \
    fill_cells 3060 \
    comb_area_mm2 0.0113 \
    hold_path_class "in2out" \
    fp.dieW_um 178 \
    finalHoldViolations 0 \
    finalCriticalPeriod_ns 13.09 \
    logic_family "AND-OR/OR-AND gates" \
    arrival_ns 9.05 \
    first_pass_iters 8 \
    irDropWorstVdd_v 0.0000119 \
    antenna_found_initial 3 \
    crit_required_ns 16.16 \
    yosys.area.top_type "ha_1" \
    final_cells 2273 \
    synth.avg_cell_area_um2 6.88 \
    top_cells_by_area "ha_1, mux4_2, o21ai_0, a21oi_1, nor2_1" \
    wl_per_cell_um 25.8 \
    period_used_pct 64.8 \
    drive_gt1_share_pct 7.49 \
    rsz0062_at_grt "false" \
    busiest_layer "met2" \
    grt_max_degree 63 \
    n_antenna_cell 0 \
    status "complete, no violations" \
    hpwlAfterDp_um 45500 \
    critical_path_peak_fanout 40 \
    flop-count 0 \
    dp.cells 2273 \
    use_met3_pct 8.12 \
    netlist_top_cells_count "nor2_1, o21ai_0, nand2_1" \
    tightest_slew_ns 0.886 \
    ys_chip_area_mm2 0.0123 \
    setup_violations 0 \
    num_rows 63 \
    synth.cell_area_mm2 0.0123 \
    cp-endpoint "rd_data_o[29]" \
    drv_slew 0 \
    ys_sh_aoi_pct 35.7 \
    chipArea_mm2 0.0316 \
    maxClockFrequency_ghz 0.0764 \
    use_met1_pct 54.7 \
    place_area_mm2 0.0144 \
    area_delta_synth_final_pct 16.4 \
    finalWirelength_um 58500 \
    drtIter0Drc 1870 \
    critPathLaunchType "primary input" \
    grt_pass1_vias 14100 \
    fp.coreArea_mm2 0.0300 \
    met2_usage_pct 55.0 \
    grt_pass1_wl_um 87300 \
    gp_congestion 1.05 \
    crit_chain "clkdlybuf4s50_1 > buf_4 > inv_1 > buf_4 > ha_1 > nor3_1 > a221oi_1 > a211oi_2 > and4_1 > a211oi_2 > a21oi_1 > a21oi_2 > o311ai_0 > a22oi_1 > clkdlybuf4s50_1" \
    slew_headroom_pct 40.5 \
    die_h_um 178 \
    cp_slowest_cell "a221oi_1" \
    ctsResizeCount 0 \
    seq_area_frac_synth_pct 0 \
    hold_buffers 0 \
    detail-route-antenna-nets 0 \
    drc 0 \
    via_per_inst 6.62 \
    ys_sh_mux_pct 14.8 \
    xor_area_share_pct 6.67 \
    fin_setup_tns_ns 0 \
    stdcell_area_mm2 0.0144 \
    vias 15000 \
    p_per_area_mw_per_mm2 27.1 \
    synth.most_common_cell "nor2_1" \
    startpoint "op2_i[4]" \
    grt_usage_pct 37.4 \
    fp_util_pct 41.1 \
    warnings 108 \
    critPathCaptureType "primary output" \
    simple_gate_area_share_pct 20.8 \
    ys_warn_count 1 \
    worst-path-stages 15 \
]
through the flow:
| step | hold WS (ns) | worst slack, ns | power [W] | util [%] |
|---|---|---|---|---|
| 4_1_cts | 9.00 | 7.25 | 0.000378 | 47.8 |
| 6_report | 8.99 | 7.11 | 0.000389 | 47.8 |
| 5_1_grt | 9.03 | 6.99 | 0.000417 | 47.8 |
| 3_5_place_dp | 9.00 | 7.26 | 0.000376 | 47.8 |
| 2_1_floorplan | 8.14 | 8.86 | 0.000242 | - |
| 3_3_place_gp | 8.99 | 7.28 | 0.000377 | 47.8 |
how the worst min path moves through the flow:
stage / to / cells past startpoint / slack (ns)
finish: rd_addr_o[4] / 3 / 8.99
global route: rd_addr_o[4] / 3 / 9.03
CTS: rd_addr_o[1] / 3 / 9.00
logic make-up (layout without fill, tap and decap cells):
| family | Yosys count | in the layout |
|---|---|---|
| and+or+nand+nor | 544 | 544 |
| xor gates and xnor gates | 94 | 94 |
| muxes | 123 | 123 |
| buffers and inverters | 242 | 332 |
| adders and majority gates | 131 | 131 |
| other | 1 | 1 |
| AOI/OAI and AO/OA | 658 | 658 |
power breakdown:
| part | internal [W] | total [W] | switching, W |
|---|---|---|---|
| Combinational | 0.000153 | 0.000389 | 0.000236 |
| Sequential | 0 | 0 | 0 |
| Clock | 0 | 0 | 0 |
cell type report:
class                           instances  area share [%]
Timing Repair Buffer                  231            15.3
Tap cell                              390            3.40
Inverter                              101            2.64
Multi-Input combinational cell       1551            78.7
worst min-delay path, delay by kind of cell:
family / cells / cell delay (ns)
buffers and inverters: 2 / 0.78
and+or+nand+nor: 1 / 0.13
placed cells by master, fill, tap and decap left out, types with 8 or more instances in the layout:
cell type        count
a211oi_1            30
a21o_1              26
a21oi_1            140
a221o_1             16
a221oi_1            21
a222oi_1            18
a22o_1              10
a22oi_1             11
a31oi_1             22
and2_1              18
and3_1              16
and4_1               8
buf_4               38
clkdlybuf4s50_1    189
ha_1               128
inv_1               98
mux2_2              14
mux2i_1             61
mux4_2              42
nand2_1            156
nand2b_1            22
nand3_1             35
nand4_1             11
nor2_1             175
nor2b_1             14
nor3_1              40
o211ai_1            24
o21ai_0            157
o21ai_1             12
o21bai_1            17
o221ai_1            19
o22ai_1             38
o31ai_1             11
or3_1               10
xnor2_1             60
xor2_1              34
routing by layer:
layer,vias up,share of wire (%)
li1,6945,-
met1,7069,43
met4,4,3.3
met3,121,11
met5,-,0.031
met2,906,43
Power is estimated from default activity; no workload was simulated.
